--- flow/design.v ---
`timescale 1ns / 1ps
module alu(
	input  [3:0]	control,
	input  [31:0]	input1,
	input  [31:0]	input2,
	input  [4:0] 	Shamt,
	output [31:0]	Out,
	output 			Zero
);
	wire [31:0] input1_32 = input1; 
	wire [31:0] input2_32 = input2; 
	assign Out =
		control == 4'b0000 ? input1_32 + input2_32 :
		control == 4'b0001 ? input1_32 - input2_32 :
		control == 4'b0010 ? ~input1_32 :
		control == 4'b0011 ? input1_32 << Shamt :
		control == 4'b0100 ? input1_32 >> Shamt :
		control == 4'b0101 ? input1_32 & input2_32 :
		control == 4'b0110 ? input1_32 | input2_32 :
		control == 4'b0111 ? (input1_32 < input2_32 ? 32'd1 : 32'd0) :
									32'dx;  
	assign Zero = Out == 0;
endmodule
`timescale 1ns / 1ps
module alu_control_unit(
	input		[2:0]		ALUOp,
	input		[5:0]		funct,
	output	[3:0]		ALUCnt
);
	assign ALUCnt = 
		ALUOp == 3'b000 ? (
			funct == 6'b000000 ? 4'b0000 :
			funct == 6'b000001 ? 4'b0001 :
			funct == 6'b000010 ? 4'b0101 :
			funct == 6'b000011 ? 4'b0110 :
			funct == 6'b000100 ? 4'b0111 :
			funct == 6'b000101 ? 4'b0011 :
			funct == 6'b000110 ? 4'b0100 :
			funct == 6'b000111 ? 4'b0010 :
										4'bxxxx 
		) : 
		ALUOp == 3'b001 ? 4'b0001 :
		ALUOp == 3'b010 ? 4'b0111 :
		ALUOp == 3'b011 ? 4'b0000 :
								4'bxxxx ;
endmodule
`timescale 1ns / 1ps
module pipe_execute (
	input				clk,
	input  [31:0]	ALUReadData1,
	input  [31:0]	ALUReadData2,
	input  [31:0]	Immediate,
	input  [1:0]	ForwardA,
	input  [1:0]	ForwardB,
	input  [31:0]	forward_mem_data,
	input  [31:0]	forward_wb_data,
	input  [2:0]	ALUOp,
	input  			ALUSrc,
	output [31:0]	ALUResult,
	output  			ALUzero
);
	wire [5:0] funct = Immediate[5:0];
	wire [4:0] Shamt = Immediate[10:6];
	wire [3:0]		ALUCnt;
	wire [31:0]		data1 = ForwardA==2'b10 ? (forward_mem_data):
								  ForwardA==2'b01 ? (forward_wb_data):
								  ALUReadData1;
	wire [31:0]		data2 = ForwardA==2'b10 ? (forward_mem_data):
								  ForwardA==2'b01 ? (forward_wb_data):
								  (ALUSrc ? Immediate : ALUReadData2);
	alu_control_unit ALU_CU (
		.ALUOp(ALUOp),
		.funct(funct),
		.ALUCnt(ALUCnt)
	);
	alu ALU (
		.control(ALUCnt),
		.input1(data1),
		.input2(data2),
		.Shamt(Shamt),
		.Out(ALUResult),
		.Zero(ALUzero)
	);
endmodule
--- flow/run.sh ---
#!/bin/bash
# OpenROAD 26Q1-2900-gdf79404cd8, Yosys 0.63+post, stock flow scripts
make -C /OpenROAD-flow-scripts/flow DESIGN_CONFIG=/design/flow/config.mk WORK_HOME=/design/flow/orfs finish
--- flow/config.mk ---
export PLATFORM = sky130hd
export DESIGN_NAME = pipe_execute
export DESIGN_NICKNAME = pipe_execute
export VERILOG_FILES = /design/flow/design.v
export SDC_FILE = /design/flow/constraint.sdc
export NUM_CORES = 4
export LEC_CHECK = 1
export CORE_UTILIZATION = 50
export SYNTH_HDL_FRONTEND = slang
--- flow/constraint.sdc ---
current_design pipe_execute

set clk_period 31.2
set clk_io_pct 0.2

create_clock -name clk0 -period $clk_period

set non_clock_inputs [all_inputs -no_clocks]
set_input_delay [expr $clk_period * $clk_io_pct] -clock clk0 $non_clock_inputs
set_output_delay [expr $clk_period * $clk_io_pct] -clock clk0 [all_outputs]
==> reports/metrics.sh <==
MIN_PATH_TYPE='input pin to output port'
COMMONEST_CELLS_IN_THE_SYNTHESIZED_NETLIST='sky130_fd_sc_hd__a21oi_1, sky130_fd_sc_hd__nor2_1, sky130_fd_sc_hd__clkbuf_1, sky130_fd_sc_hd__nand2_1, sky130_fd_sc_hd__ha_1'
USE_MET2=0.695
NUMBER_OF_GLOBAL_ROUTE_VIAS_BEFORE_REPAIR=14000
FINAL_MIN_PERIOD_OVER_CLOCK_PERIOD=0.619
SYN-CELL-AREA_UM2=11900
PEAKVDDDROP_mV=0.0162
ROUTE.DETAILED.DRC=0
AREA_GROWTH_PCT=18.7
CRIT_FAMILY='AND-OR/OR-AND gates'
GLOBAL_ROUTE_WIRE_LENGTH_BEFORE_REPAIR_UM=89200
WORSTSETUPENDPOINTTYPE='output port'
TNS_NS=0
DIEAREA_UM2=24500
CRITICAL_PATH.MAX_STAGE_DELAY_NS=0.67
WORSTPATHARRIVAL_NS=13.07
ROUTE.ANTENNA.REMAINING_NETS=0
RSZ_0062_RAISED_AFTER_GLOBAL_ROUTING='false'
SLEW_HEADROOM=0.199
WL_PER_CELL_UM=28.4
TIMING.CRITICAL_PATH.REQUIRED_NS=24.96
CTS.REPAIR.RESIZED=0
USE_MET3=0.241
HOLD_VIOL=0
TIMING.FINAL.MAX_SLEW_VIOLATIONS=0
YOSYSTOPAREACELLSHARE=0.101
MIN_FROM='Immediate[9]'
RUN_STATUS='finished, final reports clean'
TOP_CELL='sky130_fd_sc_hd__a21oi_1'
SYNTH_SEQUENTIAL_AREA_RATIO=0
DRIVE_GT1_FRAC=0.103
POSTCTSHOLDBUFS=0
CAP_VIOL_MAX_COUNT=0
LARGEST_AREA_CELL='sky130_fd_sc_hd__ha_1'
POWER_DENSITY_nW_PER_UM2=28.4
YOSYS_CELLS=1759
YOSYS-TOP-CELLS-AREA='sky130_fd_sc_hd__ha_1, sky130_fd_sc_hd__a21oi_1, sky130_fd_sc_hd__mux2i_1'
SYNTH.DISTINCT_CELLS=89
CP_CELL_SEQUENCE='buf_4, buf_4, or3b_2, o211ai_1, inv_1, fa_1, nor2b_1, o21ai_0, a31oi_1, o41a_1, a211oi_1, xnor2_1, o221a_2, o211ai_1, a2111oi_0, nand4_1, nor4_2, clkdlybuf4s50_1'
CLKBUF_COUNT=0
SEQUENTIAL_CELL_COUNT_OF_THE_FINAL_LAYOUT=0
HOLD_END='ALUResult[0]'
GR-USAGE-ALL-LAYERS=0.507
GLOBAL_ROUTE_OVERFLOW=0
PERIOD_MINUS_SLACK_NS=19.31
CP-START-KIND='input pin'
FINALSETUPVIOLCOUNT=0
DIE_Y_UM=157
CRIT_PATH_TOP_DELAY_CELL='sky130_fd_sc_hd__buf_4'
SLEW_AT_THE_PIN_CLOSEST_TO_ITS_MAX_SLEW_LIMIT_NS=1.19
GLOBALROUTEMET1UTIL=0.674
VIA_COUNT=15900
OPENROAD.WARNINGS=100
STATIC_LEAK_nW=5.62
POST-DP-HPWL_UM=48500
DRTITER0DRC=2437
DRT-VIAS-PER-INSTANCE=7.28
DIE_W_UM=157
FLOORPLAN.CORE_UTIL=0.509
DR.PASS1.ITERS=8
FINAL.HOLD.WORST_SLACK_NS=13.87
ANTENNA_CELLS=0
CRITPATHKIND='input pin to output port'
AVGSYNTHCELLAREA_UM2=6.79
SYNTH.YOSYS.CHIP_AREA_UM2=11900
FLOORPLAN.CORE_AREA_UM2=23500
SYN_INST=1759
SEQ_AREA_UM2=0
STD_CELL_ROWS=56
SETUP_FIX_BUFFERS_ADDED_AFTER_CLOCK_TREE_SYNTHESIS=0
PLACE.GP.CONGESTION=1.19
MIN_PATH_CELLS=6
IO_BUFFERS=199
TOP_USAGE_LAYER='met2'
LAYOUT.AREA.COMB_UM2=11000
CRITPATHBUFINV=4
TOTALWIRELENGTH_UM=62200
N_FILL_CELL=2062
GRT_START_MAX_NET_PINS=89
FMAXACHIEVABLE_MHz=51.8
YS_WARN_COUNT=0
GRT_ANTENNA_BEFORE_REPAIR=0
DESIGN.PORTCOUNT=202
CP_MAX_FO=88
stage by stage:
| step | instances | util | worst slack [ns] | cell area [um2] | total power [mW] |
|---|---|---|---|---|---|
| 3_3_place_gp | 2190 | 0.604 | 12.14 | 14200 | 0.380 |
| 3_5_place_dp | 2190 | 0.604 | 12.06 | 14200 | 0.381 |
| 4_1_cts | 2190 | 0.604 | 12.04 | 14200 | 0.383 |
| 2_1_floorplan | 1759 | - | 13.75 | 11900 | 0.236 |
| 6_report | 2190 | 0.604 | 11.89 | 14200 | 0.403 |
| 5_1_grt | 2190 | 0.604 | 11.65 | 14200 | 0.425 |
how the worst max path moves through the flow:
stage | cells after the start | start | endpoint | slack, ns
CTS | 18 | ForwardA[1] | ALUzero | 12.04
global route | 18 | ForwardA[1] | ALUzero | 11.65
finish | 18 | ForwardA[1] | ALUzero | 11.89
cell type report:
cell class	count	share of cell area
inverters	114	0.0302
multi-input cells	1500	0.773
well taps	319	0.0282
repair buffers	257	0.169
per-layer routing:
| metal | up-vias | wire length, um |
|---|---|---|
| li1 | 6988 | - |
| met2 | 1334 | 24200 |
| met1 | 7363 | 23900 |
| met5 | - | 36 |
| met4 | 2 | 3680 |
| met3 | 258 | 10300 |
kinds of logic (layout without fill, tap and decap cells):
group / after synthesis / in the layout / share of synthesized area
buffers and inverters: 259 / 371 / 0.0854
and+or+nand+nor: 546 / 546 / 0.232
adders and majority gates: 98 / 98 / 0.104
xor gates and xnor gates: 23 / 23 / 0.0175
muxes: 141 / 141 / 0.160
AOI/OAI and AO/OA: 692 / 692 / 0.402
power breakdown:
group | internal [mW] | total, mW | switching (mW)
sequential | 0 | 0 | 0
combinational | 0.160 | 0.403 | 0.243
clock | 0 | 0 | 0
total | 0.160 | 0.403 | 0.243
placed cells by master, fill, tap and decap left out, drive strengths merged, types with 21 or more instances in the layout:
cell           count
a21oi            190
mux2i             89
nand3             32
or3b              36
mux4              38
nor2             189
buf               65
o31ai             21
clkdlybuf4s50    192
inv              111
o22ai             27
o221ai            23
nor3              35
ha                96
a211oi            75
nand2            110
o211ai            38
o21ai             95
No activity file was given, so power comes from the tool's default toggle rates.
