==> ./design.v <==
`timescale 1ns / 1ps
module mem_inst #(
	localparam N = 32
)(
	input							clk,
	input			[N-1:0]		addr,
	output reg	[4*N-1:0]	out
);
	reg [N-1:0] memory [0:1023];
	reg [N-1:0] last_addr = 0;
	reg [N-1:0] new_addr = 0;
	integer counter = 0; 
	initial out = 0;
	always @(posedge clk) begin
		if (addr[31:4] != new_addr[31:4]) begin
			counter = 5;
			new_addr = addr;
		end
		else if(counter >= 0) counter = counter - 1;
		if(counter == 1) begin
			last_addr =  new_addr>>4;  
			out[31:0] = memory[last_addr  + 0];
			out[63:32] = memory[last_addr + 1];
			out[96:63] = memory[last_addr + 2];
			out[127:96] = memory[last_addr+ 3];
		end
	end
	integer i=0;
	initial 
		for (i=0;i<1024;i = i+1)
			memory[i]=i;
endmodule
`timescale 1ns / 1ps
module mux#(
	localparam LEN = 32
)(
    input  [LEN-1:0]  inp0,
    input  [LEN-1:0]  inp1,
    input             sel,
    output [LEN-1:0]  out
);
	assign out = (sel) ? inp1 : inp0; 
endmodule
`timescale 1ns / 1ps
module reg_PC #(
	localparam N=32
)(
	input clk,
	input en,
	input [N-1:0] in_addr,
	output reg [N-1:0] out_addr
);
	always @(negedge clk)
		if(en)
			{ out_addr } = { in_addr };
	initial
		{ out_addr } = 0;
endmodule
`timescale 1ns / 1ps
module mem_cache ( 
	input					 	clk,
	input			[31:0]	address,
	input			[127:0]	data_line,
	output reg	[31 :0]	instruction,
	output reg				hit
);
	wire [24:0] addr_tag;
	wire [2 :0] addr_index;
	wire [1 :0] addr_offset;
	assign {addr_tag, addr_index, addr_offset} = address[31:2];
	reg [31:0] last_addr;
	reg [153:0] rows [0:7];
	integer counter = -1;
always @(posedge clk) begin
	case (addr_offset)
		2'b00: instruction = rows[addr_index][31  : 0];
		2'b01: instruction = rows[addr_index][63  : 32];
		2'b10: instruction = rows[addr_index][95  : 64];
		2'b11: instruction = rows[addr_index][127 : 96];
	endcase
	hit = rows[addr_index][152:128] == addr_tag && rows[addr_index][153]==1'b1;
end
always @(negedge clk) begin
	if(address[31:4]!=last_addr[31:4]) begin
		last_addr = address;
		counter = 5;
	end else if(counter>=0)
		counter = counter - 1;
	if (counter == 1) begin
		rows[addr_index][153] = 1;  
		rows[addr_index][152:128] = addr_tag;  
		rows[addr_index][127:0] = data_line;  
	end
end
endmodule
`timescale 1ns / 1ps
module pipe_fetch (
	input						clk,
	input						PC_Write,
	input						PC_Src,
	input			[31:0]	BranchTarget,
	output		[31:0]	PC4,
	output		[31:0]	instruction,
	output					hit
);
wire [127:0] cache_data;
wire [31:0] next_pc;
wire [31:0] cur_pc;
assign PC4 = cur_pc + 4;
mux PC_MUX (
	.inp0(PC4),
	.inp1(BranchTarget),
	.sel (PC_Src),
	.out (next_pc)
);
reg_PC PC (
	.clk(clk),
	.en(PC_Write && hit),
	.in_addr(next_pc),
	.out_addr(cur_pc)
);
mem_cache CACHE (
	.clk(clk),
	.address(cur_pc),
	.data_line(cache_data),
	.instruction(instruction),
	.hit(hit)
);
mem_inst INST (
	.clk(clk),
	.addr(cur_pc),
	.out(cache_data)
);
endmodule
==> ./run.sh <==
#!/bin/bash
# OpenROAD 26Q1-2900-gdf79404cd8, Yosys 0.63+post, stock flow scripts
make -C /OpenROAD-flow-scripts/flow DESIGN_CONFIG=/design/flow/config.mk WORK_HOME=/design/flow/orfs finish
==> ./config.mk <==
export PLATFORM = sky130hd
export DESIGN_NAME = pipe_fetch
export DESIGN_NICKNAME = pipe_fetch
export VERILOG_FILES = /design/flow/design.v
export SDC_FILE = /design/flow/constraint.sdc
export NUM_CORES = 4
export LEC_CHECK = 1
export CORE_UTILIZATION = 30
export SYNTH_HDL_FRONTEND = slang
export SYNTH_MEMORY_MAX_BITS = 65536
==> ./constraint.sdc <==
current_design pipe_fetch

set clk_period 22.8
set clk_io_pct 0.2

create_clock -name clk0 -period $clk_period [get_ports {clk}]

set non_clock_inputs [all_inputs -no_clocks]
set_input_delay [expr $clk_period * $clk_io_pct] -clock clk0 $non_clock_inputs
set_output_delay [expr $clk_period * $clk_io_pct] -clock clk0 [all_outputs]
==> out/metrics.yaml <==
run_status: "finished, final reports clean"
via_per_inst: 4.75
log.warning_count: 634
grt_remaining_overflow: 0
synth.yosys.num_cells: 2228
critical_path.startpoint: "PC.out_addr[4]"
area_growth_syn_to_layout_pct: 24.0
timing.critical_path.cells: "buf_12, and3_2, nand3_1, nor3b_1, and2_1, nand4_1, xnor2_1, clkdlybuf4s50_1"
clk-insertion-delay-late_ns: 0.65
setup_slack_ns: 2.95
rsz0062_at_grt: "false"
ff_latch_area_um2: 20600
postSynth.asyncResetShare_pct: 0
routed_wl_mm: 83.6
hpwl_mm: 47.1
critPathKind: "flip-flop to output pin"
wire_length_of_the_first_global_routing_pass_mm: 126
postSynthSeqShare_pct: 67.0
tritoncts: "built"
hold-path-cell-count: 2
critPathRequiredTime_ns: 18.24
grt_use_total_pct: 17.0
antenna_left: 0
floorplan.die.width_um: 322
finalHoldViolations: 0
synth_top_flop_cell: "edfxtp_1"
crit-reg2reg-launch: "PC.out_addr[6]"
number_of_cells_produced_by_synthesis: 2228
tightestPinTransition_ns: 1.09
cts_made_buffers: 81
max-vdd-ir-drop_mv: 0.0637
leakagePower_nw: 15.3
grt_max_degree: 94
floorplan.die.height_um: 322
ff2ff_path_depth: 9
tritoncts_num_sinks: 714
timing.critical_path.slowest_cell_delay_ns: 0.51
gp_congestion: 0.858
rrSetupSlack_ns: 6.72
ctsResizeCount: 0
dr_total_vias: 20600
logic_area_um2: 9350
count_of_buffers_inserted_at_the_top_level_ports: 78
postCtsSetupBuffers: 0
yosys_register_bits: 714
fin_total_pwr_w: 0.00318
initialDrtViolationCount: 1123
hold_slack_ns: 0.469
reg2reg_to: "CACHE.hit"
critical_path.startpoint_type: "flip-flop"
mappedNetlistArea_um2: 30700
number_of_flops_mapped_to_enable_cells_by_yosys: 628
num-fill-cells: 9361
ys_types: 75
detail_route.wl_per_cell_um: 19.3
dr.pass1.iters: 5
maxcap_violations: 0
fp-row-count: 117
drive_gt1_share_pct: 10.2
setup.worst_path.end: "PC4[25]"
synth.yosys.warnings: 0
yosys_chip_area_um2: 30700
dpl_worst_slack_ns: 3.73
design.core.area_um2: 102000
number_of_antenna_violations_at_the_first_check_in_global_routing: 2
arrival_time_of_the_worst_setup_path_ns: 15.29
die-area_um2: 104000
antenna-diode-count: 0
place.detailed.instances: 3581
initial_utilization_pct: 30.2
cp_max_fo: 93
first_global_vias: 21700
slew_violations: 0
setup_violations: 0
clk_pin_slew_ns: 0.03
worst_clock_skew_ns: 0.0481
post_route_insts_no_fill: 4333
clock_tree.root_cell: "clkbuf_16"
syn_area_per_cell_um2: 13.8
io_pins: 100
final_total_negative_setup_slack_ns: 0
timing.critical_path.slowest_stage_cell: "clkdlybuf4s50_1"
drt_drc_violations_left: 0
maximum_number_of_buffers_from_clock_root_to_sink: 3
slew_headroom_pct: 26.8
h-tree-depth: 3
power.density_cell_area_nw_per_um2: 83.5
critical_path.endpoint_type: "output pin"
min-delay-path-class: "flip-flop to flip-flop"
cts-hold-fix-buffers: 0
-- Yosys cell counts, types with 33 or more instances --
| cell type | instances | area [µm²] |
|---|---|---|
| clkbuf_1 | 127 | 477 |
| nor2_1 | 104 | 390 |
| edfxtp_1 | 628 | 18900 |
| and2_1 | 312 | 1950 |
| a221oi_1 | 36 | 315 |
| a22oi_1 | 129 | 968 |
| nand2_1 | 63 | 236 |
| a21oi_1 | 42 | 210 |
| mux2_2 | 54 | 608 |
| nand4_1 | 42 | 263 |
| xor2_1 | 68 | 596 |
| nand3_1 | 48 | 240 |
| xnor2_1 | 116 | 1020 |
| nor4_1 | 33 | 206 |
| dfxtp_1 | 86 | 1720 |
-- report_power, final --
group	internal [W]	switching, W
registers	0.00141	0
logic	0.00000787	0.00000434
clock network	0.000969	0.000789
-- state kept, by name, summed over array words and instances, names as in the netlist --
signal	flops
CACHE.last_addr	28
INST.out	38
CACHE.counter	32
CACHE.rows	512
CACHE.instruction	11
PC.out_addr	32
CACHE.hit	1
INST.new_addr	28
INST.counter	32
-- how the worst min path moves through the flow --
stage / start / to / slack, ns
global route: CACHE.counter[17] / CACHE.counter[17] / 0.49
finish: CACHE.counter[17] / CACHE.counter[17] / 0.47
CTS: CACHE.counter[17] / CACHE.counter[17] / 0.47
-- through the flow --
step | util [%] | area [µm²]
floorplan | - | 30800
global placement | 32.5 | 33000
detailed placement | 32.5 | 33000
CTS | 37.5 | 38100
global route | 37.5 | 38100
finish | 37.5 | 38100
-- layout make-up --
| type | count | area share (%) |
|---|---|---|
| clock buffer | 105 | 5.94 |
| sequential | 714 | 54.0 |
| inverter | 19 | 0.187 |
| multi-input combinational | 1334 | 24.6 |
| clock inverter | 648 | 7.37 |
| tap | 1368 | 4.49 |
| timing repair buffer | 145 | 3.42 |
-- cell usage in the layout (no fill, tap or decap), types with 11 or more instances in the layout --
cell type	synthesis	final
clkdlybuf4s50_1	0	77
a21oi_1	42	42
nor4_1	33	30
clkbuf_16	0	85
or2_2	11	11
edfxtp_1	628	628
a221oi_1	36	36
xor2_1	68	68
nor3_1	32	28
buf_4	23	65
mux2_2	54	54
a22oi_1	129	129
nor2_1	104	104
dfxtp_1	86	86
nand3_1	48	48
inv_1	19	628
xnor2_1	116	116
mux2i_1	27	27
bufinv_16	0	11
and2_1	312	311
o21ai_0	26	26
nand2_1	63	63
conb_1	1	21
clkbuf_1	127	14
a22o_1	22	22
nand4_1	42	42
-- metal layers --
layer | part of all wire (%) | global-route usage (%) | vias to the layer above
met5 | 0.068 | 0.520 | -
met4 | 2.1 | 4.55 | 4
met3 | 15 | 12.5 | 134
met2 | 44 | 24.0 | 1159
met1 | 39 | 20.9 | 9667
li1 | - | - | 9608
-- critical path: cells and delay by family, from the launching register on --
| kind | cells | cell delay [ns] |
|---|---|---|
| buf+inv | 2 | 0.90 |
| simple gates | 5 | 1.53 |
| flops | 1 | 0.36 |
| xor+xnor | 1 | 0.28 |
-- kinds of logic (layout without fill, tap and decap cells) --
family,after synthesis,count (layout),synth area share (%)
other,1,21,0.0122
DFF,714,714,67.0
AOI/OAI and AO/OA,301,301,7.19
buffers and inverters,200,917,3.05
and+or+nand+nor,727,727,13.5
muxes,91,91,3.59
adders and majority gates,10,10,0.407
xor gates and xnor gates,184,184,5.25
